File: run.sh
#!/bin/bash
# OpenROAD 26Q1-2900-gdf79404cd8, Yosys 0.63+post, stock flow scripts
make -C /OpenROAD-flow-scripts/flow DESIGN_CONFIG=/design/flow/config.mk WORK_HOME=/design/flow/orfs finish
File: config.mk
export PLATFORM = sky130hd
export DESIGN_NAME = complexmulttrial2
export DESIGN_NICKNAME = complexmulttrial2
export VERILOG_FILES = /design/flow/design.v
export SDC_FILE = /design/flow/constraint.sdc
export NUM_CORES = 4
export LEC_CHECK = 1
export CORE_UTILIZATION = 50
File: constraint.sdc
current_design complexmulttrial2

set clk_period 24.3
set clk_io_pct 0.2

create_clock -name clk0 -period $clk_period

set non_clock_inputs [all_inputs -no_clocks]
set_input_delay [expr $clk_period * $clk_io_pct] -clock clk0 $non_clock_inputs
set_output_delay [expr $clk_period * $clk_io_pct] -clock clk0 [all_outputs]
File: design.v
module complexmulttrial2(
input [15:0] a_r,
input [15:0] a_i,
input [15:0] b_r,
input [15:0] b_i,
input [15:0] w_r,
input [15:0] w_i,
output [15:0] x_r,
output [15:0] x_i,
output [15:0] y_r,
output [15:0] y_i,
output [32:0] temp_r,
output [32:0] temp_i);
wire [32:0] temp_r_r;
wire [32:0] temp_i_i;
assign x_r = a_r + b_r;
assign x_i = a_i + b_i;
assign temp_r_r=a_r-b_r;
assign temp_i_i=a_i-b_i;
assign temp_r=(temp_r_r)*(w_r) - (temp_i_i)*(w_i);
assign temp_i=(temp_i_i)*(w_r) - (temp_r_r)*(w_i);
assign y_r[15:0] = temp_r[32:17];
assign y_i[15:0] = temp_i[32:17];
endmodule
==> flow_summary.ini <==
; flow metrics
[run]
warning_count = 64
maxCapViolCount = 0

[run_status]
outcome = finished, final reports clean

[final_layout]
clkbuf_count = 0
register_area_um2 = 0
synthToLayoutAreaGrowth_pct = 6.96
lay_top_count = inv_1
final_cell_mix = inv_1 (1,244), fa_1 (1,218), nand2_1 (565), and2_1 (399), ha_1 (281)
seq_cells = 0
drive_gt1_frac = 0.0303
final.fill_count = 8478

[critical_path]
worstSetupPathType = in2out
cp_data_arrival_time_ns = 16.05
path_common_cell = fa_1
cp-start-kind = input port
critical_path.slowest_cell = a2111oi_2
cp-end-kind = output pin
crit_required_ns = 19.44
max_stage_delay_ns = 1.08
worstPathMaxFanout = 14

[global_routing]
overflow = 0
grt_max_degree = 70
grt_pass1_vias = 35990
grt_pass1_wl_um = 202000
grt_use_total = 0.302
antenna_found_initial = 2

[synthesis]
yosys-top-cells-area = fa_1 (53%), inv_1 (10%), ha_1 (7.7%)
ys_cells = 5208
post-synth-top-area-cell = fa_1
syn_inst = 5208
yosysSeqAreaShare = 0
syn_area_mm2 = 0.0463
ys_warn_count = 0
yosysTopAreaCellShare = 0.526
synth.distinct_cells = 79
syn_area_per_cell_um2 = 8.90
ys_area_mm2 = 0.0463

[timing]
period_needed_ns = 20.91
setup_viol = 0
rsz0062_at_grt = false
maxSlewHeadroom = 0.169
finalClockPeriodUsage = 0.860
fin_tns_setup_ns = 0
finalHoldViolations = 0
slew_viol_final = 0
worst_pin_slew_ns = 1.24
fmax_ghz = 0.0478

[floorplan]
pin_count = 226
die_h_um = 306
die_w_um = 306
dieArea_mm2 = 0.0939
row_count = 111
fp.coreArea_mm2 = 0.0917
fp_util = 0.505

[clocking]
cts_hold_buf = 0
postCtsSetupBuffers = 0
cts_resized = 0

[route]
via_per_inst = 5.35
dr_total_vias = 34076
postRouteAntennaNets = 0
dr.pass1.iters = 6
totalWireLength_um = 124000
drt_iter0_drc = 1778
wl_per_cell_um = 19.5
drc = 0

[placement]
dp_hpwl_um = 96500
io_buffers = 226
gp_congestion = 0.898

[power]
powerDensity_mw_per_mm2 = 1700
swShare = 0.430
p_sw_w = 0.0362
power_leakage_nw = 23.9
finalPower_w = 0.0843
p_int_w = 0.0481
irDropWorstVdd_mv = 8.01

[min_path]
worstHoldPathType = in2out
==> power groups by stage <==
stage / logic, W / registers [W] / clock network [W]
CTS: 0.0848 / 0 / 0
global route: 0.0906 / 0 / 0
==> worst paths after layout <==
check	cells past startpoint	slack [ns]	start	endpoint
setup / recovery	36	3.39	b_r[1]	temp_r[32]
hold / removal	5	10.91	b_i[1]	x_i[1]
==> area by class of cell <==
| cell class | instances | area [um2] | share of cell area |
|---|---|---|---|
| well taps | 1186 | 1480 | 0.0299 |
| repair buffers | 338 | 3090 | 0.0623 |
| multi-input cells | 3594 | 40300 | 0.813 |
| diodes | 3 | 7.51 | 0.000152 |
| inverters | 1248 | 4680 | 0.0945 |
==> per-layer routing <==
layer	up-vias	global-route usage	share of wire
met3	150	0.0965	0.089
met2	1326	0.473	0.49
met4	4	0.0634	0.029
met1	17231	0.440	0.39
met5	-	0	0.00020
li1	15365	-	-
==> per-stage QoR <==
stage | util | cells | setup WS (ns) | hold WS (ns) | cell area [um2]
6_report | 0.541 | 6369 | 3.39 | 10.91 | 49500
5_1_grt | 0.540 | 6366 | 2.72 | 10.97 | 49500
4_1_cts | 0.540 | 6366 | 3.32 | 10.93 | 49500
3_5_place_dp | 0.540 | 6366 | 3.36 | 10.93 | 49500
3_3_place_gp | 0.540 | 6366 | 3.50 | 10.93 | 49500
2_1_floorplan | - | 5208 | 5.98 | 9.96 | 46300
==> logic make-up after synthesis <==
family,Yosys count,synth area share
AND-OR/OR-AND,341,0.0512
XOR/XNOR,147,0.0278
adder cells (fa/ha/maj),1502,0.603
buffers and inverters,1614,0.134
multiplexers,11,0.00238
AND/OR/NAND/NOR,1593,0.181
==> critical path, delay by kind of cell <==
kind | cells | cell delay, ns
adder cells (fa/ha/maj) | 10 | 4.64
AND-OR/OR-AND | 10 | 3.10
buffers and inverters | 8 | 1.96
AND/OR/NAND/NOR | 7 | 1.29
XOR/XNOR | 1 | 0.16
==> synthesized netlist by cell type, drive strengths merged, types with 4 or more instances <==
master and number:
nor2 92, and2 404, nand4 43, buf 57
a311oi 44, nand3 101, a21oi 78, nand2 566
a21o 21, inv 1245, a2111oi 4, clkbuf 309
nand3b 28, xnor2 115, and3 84, ha 284
nor2b 115, nand2b 39, mux2i 11, or3 10
nor3 21, o21bai 18, nand4b 37, xor2 32
a31oi 26, nor4b 31, o21ai 51, a211oi 15
fa 1218, nor4 10, o21a 12, o211ai 30
a211o 7
Power is estimated from default activity; no workload was simulated.
