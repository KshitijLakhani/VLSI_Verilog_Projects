<file path="design/flow/design.v">
module Top (
input [7:0] multiplicand,
input [7:0] multiplier,
output reg [15:0] answer,
output reg [15:0] answer_temp);
wire [15:0] pp0;
wire [15:0] pp1;
wire [15:0] pp2;
wire [15:0] pp3;
wire [15:0] pp4;
wire [15:0] pp5;
wire [15:0] pp6;
wire [15:0] pp7;
wire [15:0] stage1_line1;
wire [15:0] stage1_line2;
wire [15:0] stage2_line1;
wire [15:0] stage2_line2;
wire [15:0] stage3_line1;
wire [15:0] stage3_line2;
wire multiplicand_negative;
wire multiplier_negative;
wire maxneg_multiplier;
wire maxneg_multiplicand;
partial_product_generator mod1(multiplicand[7:0],multiplier[7:0],pp0[15:0],pp1[15:0],pp2[15:0],pp3[15:0],pp4[15:0],pp5[15:0],pp6[15:0],pp7[15:0],multiplicand_negative,multiplier_negative,maxneg_multiplicand,maxneg_multiplier);
stage1 mod2(pp0[15:0],pp1[15:0],pp2[15:0],pp3[15:0],stage1_line1[15:0],stage1_line2[15:0]);
stage2 mod3(pp4[15:0],pp5[15:0],pp6[15:0],pp7[15:0],stage2_line1[15:0],stage2_line2[15:0]);
stage3 mod4(stage1_line1[15:0],stage1_line2[15:0],stage2_line1[15:0],stage2_line2[15:0],stage3_line1[15:0],stage3_line2[15:0]);
always @(*)
begin
answer_temp[15:0]=stage3_line1[15:0] + stage3_line2[15:0] + {5'b00000,4'b1111,7'b0000000};
if((multiplicand_negative ^ multiplier_negative)==1)
begin
answer[15:0]=(~answer_temp[15:0]) + 15'b00000001;
end
else 
begin
answer[15:0]=answer_temp[15:0];
end
end
endmodule
module stage1 (
input [15:0] pp0,
input [15:0] pp1,
input [15:0] pp2,
input [15:0] pp3,
output [15:0] stage1_line1,
output [15:0] stage1_line2);
assign stage1_line2[15:12]=4'b1110;   
assign stage1_line1[15:12]=4'b0000;
assign stage1_line1[1:0]={pp0[1],pp0[0]};
assign stage1_line2[2:0]={1'b0,pp1[1],1'b0};
wire cs0_c0,cs1_c0,cs2_c0,cs3_c0,cs4_c0,cs5_c0,cs6_c0,cs7_c0;
carrysave_4is2 cs0({pp0[2],pp1[2],pp2[2],2'b00},cs0_c0,stage1_line2[3],stage1_line1[2]);
carrysave_4is2 cs1({pp0[3],pp1[3],pp2[3],pp3[3],cs0_c0},cs1_c0,stage1_line2[4],stage1_line1[3]);
carrysave_4is2 cs2({pp0[4],pp1[4],pp2[4],pp3[4],cs1_c0},cs2_c0,stage1_line2[5],stage1_line1[4]);
carrysave_4is2 cs3({pp0[5],pp1[5],pp2[5],pp3[5],cs2_c0},cs3_c0,stage1_line2[6],stage1_line1[5]);
carrysave_4is2 cs4({pp0[6],pp1[6],pp2[6],pp3[6],cs3_c0},cs4_c0,stage1_line2[7],stage1_line1[6]);
carrysave_4is2 cs5({~pp0[7],pp1[7],pp2[7],pp3[7],cs4_c0},cs5_c0,stage1_line2[8],stage1_line1[7]);
carrysave_4is2 cs6({1'b1,~pp1[8],pp2[8],pp3[8],cs5_c0},cs6_c0,stage1_line2[9],stage1_line1[8]);
carrysave_4is2 cs7({1'b1,1'b1,~pp2[9],pp3[9],cs6_c0},cs7_c0,stage1_line2[10],stage1_line1[9]);
carrysave_4is2 cs8({1'b1,1'b1,1'b1,~pp3[10],cs7_c0},stage1_line1[11],stage1_line2[11],stage1_line1[10]);
endmodule
module stage2 (
input [15:0] pp4,
input [15:0] pp5,
input [15:0] pp6,
input [15:0] pp7,
output [15:0] stage2_line1,
output [15:0] stage2_line2);
assign stage2_line1[5:0]={pp4[5],pp4[4],4'b0000};
assign stage2_line2[6:0]={1'b0,pp5[5],5'b00000};
wire cs9_c0,cs10_c0,cs11_c0,cs12_c0,cs13_c0,cs14_c0,cs15_c0,cs16_c0,cs17_c0;
carrysave_4is2 cs9({pp4[6],pp5[6],pp6[6],2'b00},cs9_c0,stage2_line2[7],stage2_line1[6]);
carrysave_4is2 cs10({pp4[7],pp5[7],pp6[7],pp7[7],cs9_c0},cs10_c0,stage2_line2[8],stage2_line1[7]);
carrysave_4is2 cs11({pp4[8],pp5[8],pp6[8],pp7[8],cs10_c0},cs11_c0,stage2_line2[9],stage2_line1[8]);
carrysave_4is2 cs12({pp4[9],pp5[9],pp6[9],pp7[9],cs11_c0},cs12_c0,stage2_line2[10],stage2_line1[9]);
carrysave_4is2 cs13({pp4[10],pp5[10],pp6[10],pp7[10],cs12_c0},cs13_c0,stage2_line2[11],stage2_line1[10]);
carrysave_4is2 cs14({pp4[11],pp5[11],pp6[11],pp7[11],cs13_c0},cs14_c0,stage2_line2[12],stage2_line1[11]);
carrysave_4is2 cs15({pp4[12],pp5[12],pp6[12],pp7[12],cs14_c0},cs15_c0,stage2_line2[13],stage2_line1[12]);
carrysave_4is2 cs16({pp4[13],pp5[13],pp6[13],pp7[13],cs15_c0},cs16_c0,stage2_line2[14],stage2_line1[13]);
carrysave_4is2 cs17({pp4[14],pp5[14],pp6[14],pp7[14],cs16_c0},cs17_c0,stage2_line2[15],stage2_line1[14]);
carrysave_4is2 cs18({pp4[15],pp5[15],pp6[15],pp7[15],cs17_c0}, , ,stage2_line1[15]);
endmodule
module stage3 (
input [15:0] stage1_line1,
input [15:0] stage1_line2,
input [15:0] stage2_line1,
input [15:0] stage2_line2,
output [15:0] stage3_line1,
output [15:0] stage3_line2);
assign stage3_line2[0]=1'b0;
carrysave_4is2 cs19({stage1_line1[0],stage1_line2[0],stage2_line1[0],stage2_line2[0],1'b0},cs19_c0,stage3_line2[1],stage3_line1[0]);
carrysave_4is2 cs20({stage1_line1[1],stage1_line2[1],stage2_line1[1],stage2_line2[1],cs19_c0},cs20_c0,stage3_line2[2],stage3_line1[1]);
carrysave_4is2 cs21({stage1_line1[2],stage1_line2[2],stage2_line1[2],stage2_line2[2],cs20_c0},cs21_c0,stage3_line2[3],stage3_line1[2]);
carrysave_4is2 cs22({stage1_line1[3],stage1_line2[3],stage2_line1[3],stage2_line2[3],cs21_c0},cs22_c0,stage3_line2[4],stage3_line1[3]);
carrysave_4is2 cs23({stage1_line1[4],stage1_line2[4],stage2_line1[4],stage2_line2[4],cs22_c0},cs23_c0,stage3_line2[5],stage3_line1[4]);
carrysave_4is2 cs24({stage1_line1[5],stage1_line2[5],stage2_line1[5],stage2_line2[5],cs23_c0},cs24_c0,stage3_line2[6],stage3_line1[5]);
carrysave_4is2 cs25({stage1_line1[6],stage1_line2[6],stage2_line1[6],stage2_line2[6],cs24_c0},cs25_c0,stage3_line2[7],stage3_line1[6]);
carrysave_4is2 cs26({stage1_line1[7],stage1_line2[7],stage2_line1[7],stage2_line2[7],cs25_c0},cs26_c0,stage3_line2[8],stage3_line1[7]);
carrysave_4is2 cs27({stage1_line1[8],stage1_line2[8],stage2_line1[8],stage2_line2[8],cs26_c0},cs27_c0,stage3_line2[9],stage3_line1[8]);
carrysave_4is2 cs28({stage1_line1[9],stage1_line2[9],stage2_line1[9],stage2_line2[9],cs27_c0},cs28_c0,stage3_line2[10],stage3_line1[9]);
carrysave_4is2 cs29({stage1_line1[10],stage1_line2[10],stage2_line1[10],stage2_line2[10],cs28_c0},cs29_c0,stage3_line2[11],stage3_line1[10]);
carrysave_4is2 cs30({stage1_line1[11],stage1_line2[11],stage2_line1[11],stage2_line2[11],cs29_c0},cs30_c0,stage3_line2[12],stage3_line1[11]);
carrysave_4is2 cs31({stage1_line1[12],stage1_line2[12],stage2_line1[12],stage2_line2[12],cs30_c0},cs31_c0,stage3_line2[13],stage3_line1[12]);
carrysave_4is2 cs32({stage1_line1[13],stage1_line2[13],stage2_line1[13],stage2_line2[13],cs31_c0},cs32_c0,stage3_line2[14],stage3_line1[13]);
carrysave_4is2 cs33({stage1_line1[14],stage1_line2[14],stage2_line1[14],stage2_line2[14],cs32_c0},cs33_c0,stage3_line2[15],stage3_line1[14]);
carrysave_4is2 cs34({stage1_line1[15],stage1_line2[15],stage2_line1[15],stage2_line2[15],cs33_c0}, , ,stage3_line1[15]);
endmodule
module partial_product_generator(
input reg [7:0] multiplicand,
input reg [7:0] multiplier,
output reg [15:0] pp0,
output reg [15:0] pp1,
output reg [15:0] pp2,
output reg [15:0] pp3,
output reg [15:0] pp4,
output reg [15:0] pp5,
output reg [15:0] pp6,
output reg [15:0] pp7,
output reg plicand_negative,
output reg plier_negative,
output reg flag_maxneg_multiplicand,
output reg flag_maxneg_multiplier);
reg [7:0] plier;
reg [7:0] plicand;
always @(*)
begin
plier_negative=1'b0;
plicand_negative=1'b0;
flag_maxneg_multiplier=1'b0;
flag_maxneg_multiplicand=1'b0;
plier[7:0]=multiplier[7:0];
plicand[7:0]=multiplicand[7:0];
if (multiplier[7]==1)
begin
plier[7:0]= (~ multiplier[7:0]) + (8'b00000001);
plier_negative=1'b1;
if (multiplier[7:0] == 8'b10000000)
begin
flag_maxneg_multiplier=1'b1;
end
end
if (plier[0]==0)
begin
pp0[15:0]=16'h0000;
end
else
begin
pp0[15:0]={plicand[7],plicand[7],plicand[7],plicand[7],plicand[7],plicand[7],plicand[7],plicand[7],plicand[7:0]};
if (multiplicand[7:0] == 8'b10000000)
begin
pp0[15:0]={8'b00000000,plicand[7:0]};
end
end
if (multiplicand[7]==1)
begin
plicand[7:0]= (~ multiplicand[7:0]) + (8'b00000001);
plicand_negative=1'b1;
if (multiplicand[7:0] == 8'b10000000)
begin
flag_maxneg_multiplicand=1'b1;
end
end
if (plier[1]==0)
begin
pp1[15:0]=16'h0000;
end
else
begin
pp1[15:0]={plicand[7],plicand[7],plicand[7],plicand[7],plicand[7],plicand[7],plicand[7],plicand[7:0],1'b0};
if (multiplicand[7:0] == 8'b10000000)
begin
pp1[15:0]={7'b0000000,plicand[7:0],1'b0};
end
end
if (plier[2]==0)
begin
pp2[15:0]=16'h0000;
end
else
begin
pp2[15:0]={plicand[7],plicand[7],plicand[7],plicand[7],plicand[7],plicand[7],plicand[7:0],1'b0,1'b0};
if (multiplicand[7:0] == 8'b10000000)
begin
pp2[15:0]={6'b000000,plicand[7:0],2'b00};
end
end
if (plier[3]==0)
begin
pp3[15:0]=16'h0000;
end
else
begin
pp3[15:0]={plicand[7],plicand[7],plicand[7],plicand[7],plicand[7],plicand[7:0],1'b0,1'b0,1'b0};
if (multiplicand[7:0] == 8'b10000000)
begin
pp3[15:0]={5'b00000,plicand[7:0],3'b000};
end
end
if (plier[4]==0)
begin
pp4[15:0]=16'h0000;
end
else
begin
pp4[15:0]={plicand[7],plicand[7],plicand[7],plicand[7],plicand[7:0],1'b0,1'b0,1'b0,1'b0};
if (multiplicand[7:0] == 8'b10000000)
begin
pp4[15:0]={4'b0000,plicand[7:0],4'b0000};
end
end
if (plier[5]==0)
begin
pp5[15:0]=16'h0000;
end
else
begin
pp5[15:0]={plicand[7],plicand[7],plicand[7],plicand[7:0],1'b0,1'b0,1'b0,1'b0,1'b0};
if (multiplicand[7:0] == 8'b10000000)
begin
pp5[15:0]={3'b000,plicand[7:0],5'b00000};
end
end
if (plier[6]==0)
begin
pp6[15:0]=16'h0000;
end
else
begin
pp6[15:0]={plicand[7],plicand[7],plicand[7:0],1'b0,1'b0,1'b0,1'b0,1'b0,1'b0};
if (multiplicand[7:0] == 8'b10000000)
begin
pp6[15:0]={2'b00,plicand[7:0],6'b000000};
end
end
if (plier[7]==0)
begin
pp7[15:0]=16'h0000;
end
else
begin
pp7[15:0]={plicand[7],plicand[7:0],1'b0,1'b0,1'b0,1'b0,1'b0,1'b0,1'b0};
if (multiplicand[7:0] == 8'b10000000)
begin
pp7[15:0]={1'b0,plicand[7:0],7'b0000000};
end
end
end
endmodule
module carrysave_4is2 (
input [4:0] in,
output c0,
output c1,
output sum
);
wire connection;
FullAdder FA0 (in[4],in[3],in[2],connection,c0);
FullAdder FA1 (connection,in[1],in[0],sum,c1);
endmodule
module FullAdder(
input in1,
input in2,
input cin,
output sum,
output cout
);
assign sum = (in1 ^ in2) ^ cin;
assign cout = (in1 & in2) | (cin & (in1 ^ in2));
endmodule
</file>
<file path="design/flow/constraint.sdc">
current_design Top

set clk_period 10.4
set clk_io_pct 0.2

create_clock -name clk0 -period $clk_period

set non_clock_inputs [all_inputs -no_clocks]
set_input_delay [expr $clk_period * $clk_io_pct] -clock clk0 $non_clock_inputs
set_output_delay [expr $clk_period * $clk_io_pct] -clock clk0 [all_outputs]
</file>
<file path="design/flow/config.mk">
export PLATFORM = sky130hd
export DESIGN_NAME = Top
export DESIGN_NICKNAME = Top
export VERILOG_FILES = /design/flow/design.v
export SDC_FILE = /design/flow/constraint.sdc
export NUM_CORES = 4
export LEC_CHECK = 1
export CORE_UTILIZATION = 40
</file>
<file path="design/flow/run.sh">
#!/bin/bash
# OpenROAD 26Q1-2900-gdf79404cd8, Yosys 0.63+post, stock flow scripts
make -C /OpenROAD-flow-scripts/flow DESIGN_CONFIG=/design/flow/config.mk WORK_HOME=/design/flow/orfs finish
</file>
==> results.py <==
# Metrics from the implementation run
metrics = {
    "setup_path": {
        "cp_slowest_stage_delay_ns": 0.68,
        "worst-path-buf-inv": 8,
        "path_class": "primary input to output port",
        "slowest_stage": "or4b_2",
        "crit_fanout": 6,
        "crit_chain": "clkdlybuf4s50_1 -> or3_4 -> o31ai_4 -> xor2_2 -> nor2_1 -> fa_1 -> fa_1 -> inv_1 -> fa_1 -> inv_1 -> fa_1 -> inv_1 -> ha_1 -> inv_1 -> ha_1 -> o21a_1 -> a21oi_2 -> or4b_2 -> nand3_2 -> buf_4 -> inv_1 -> xnor2_1 -> clkdlybuf4s50_1",
        "end_kind": "output port",
        "critical_path_required_ns": 8.32,
        "path_delay_family": "adder cells",
        "path_common_cell": "inv_1",
        "crit_arrival_ns": 8.15,
        "start_kind": "primary input",
    },
    "global_routing": {
        "grt_pass1_wl_um": 9580,
        "antenna_found_initial": 0,
        "overflow": 0,
        "grt_max_degree": 10,
        "grt_usage_pct": 16.5,
        "grt_pass1_vias": 2193,
    },
    "run": {
        "warning_count": 32,
        "maxCapViolations": 0,
    },
    "yosys": {
        "netlist-cell-type-count": 48,
        "yosysTopAreaCell": "fa_1",
        "area_leaders": "fa_1 (31%), ha_1 (14%), inv_1 (8.8%)",
        "synth_warnings": 17,
        "ys_cells": 341,
        "ys_seq_share_pct": 0,
        "ys_area_mm2": 0.00277,
        "syn_inst": 341,
        "top_cell_area_share_pct": 31.1,
        "synth_area_mm2": 0.00277,
        "syn_area_per_cell_um2": 8.13,
    },
    "finish": {
        "fillers": 528,
        "final_area_mm2": 0.00410,
        "final_cell_mix": "inv_1 (63), buf_4 (63), nor2_1 (43), fa_1 (42), clkdlybuf4s50_1 (42)",
        "design.seq.count": 0,
        "area_growth_pct": 48.0,
        "flop_area_um2": 0,
        "fin_util_pct": 62.8,
        "drive_above_1_share_pct": 28.8,
        "nClkBuffers": 0,
    },
    "sta": {
        "maxSlewHeadroom_pct": 47.9,
        "finalSetupViolCount": 0,
        "fmax_mhz": 97.7,
        "period_used_pct": 98.4,
        "drv_slew": 0,
        "setup_tns_ns": 0,
        "worstMarginPinSlew_ns": 0.776,
        "finalCriticalPeriod_ns": 10.23,
        "final_hold_viol_count": 0,
    },
    "floorplan": {
        "die_y_um": 85.2,
        "dieWidth_um": 85.2,
        "initCoreUtil_pct": 42.4,
        "core_area_mm2": 0.00653,
        "rows": 29,
        "chipArea_mm2": 0.00727,
        "ios": 48,
    },
    "placed_design": {
        "gp_congestion": 0.871,
        "portBuffers": 48,
        "place_area_mm2": 0.00368,
        "hpwl_um": 5150,
    },
    "clock_network": {
        "ctsHoldBuffers": 0,
    },
    "routing": {
        "drtPass1Iterations": 4,
        "vias": 2518,
        "initialDrtViolationCount": 88,
        "antenna-diode-count": 0,
        "drtAntennaViolNets": 0,
        "vias_per_cell": 4.83,
        "drc": 0,
        "routed_wirelength_um": 5920,
        "routedWlPerCell_um": 11.4,
    },
    "min_path": {
        "hp-class": "primary input to output port",
    },
    "run_status": {
        "status": "completed",
    },
}
[synth_stat cells, types with 2 or more instances]
master    count
inv_1        65
nor2_1       46
fa_1         43
ha_1         30
xnor2_1      21
nand2_1      18
xor2_1       18
or2_2        12
o21ai_0      10
nand2b_1      7
a21oi_1       6
buf_4         4
nor2b_1       4
nor3_1        4
o21a_1        4
o31ai_1       4
or3_1         4
nand3_1       3
nor4_1        3
a21oi_2       2
and2_1        2
clkbuf_1      2
mux2i_1       2
o41ai_1       2
or4_1         2
[layout make-up]
type	count	area [µm²]	area share, %
well taps	77	96.3	2.35
multi-input cells	268	2790	68.1
inverters	65	244	5.95
repair buffers	111	968	23.6
[repair_timing]
| item | CTS | global route |
|---|---|---|
| pin swaps | 3 | 21 |
| setup buffers | 2 | 10 |
| endpoints found under the setup margin | 5 | 7 |
| hold endpoints to repair | 0 | 0 |
| resized | 15 | 48 |
[per-layer routing]
layer | part of all wire (%) | wire, µm | GRT usage (%)
met4 | 0.12 | 7 | 0
met3 | 4.2 | 251 | 0.790
met1 | 50 | 2940 | 27.4
met2 | 46 | 2720 | 26.9
met5 | 0 | 0 | 0
[path summary, 6_finish.rpt]
check	start	to	cells past startpoint
min	multiplicand[0]	answer[0]	5
max	multiplicand[2]	answer[14]	23
[through the flow]
stage	hold WS, ns	setup WS [ns]	instances
floorplan	4.37	0.815	341
global placement	5.31	-0.0803	509
detailed placement	5.32	-0.192	509
CTS	5.33	0.00515	511
global route	5.05	-0.108	521
finish	5.01	0.165	521
[kinds of logic after synthesis]
group	count (synthesis)	share of synthesized area, %
AND/OR/NAND/NOR	113	20.5
adder cells (fa/ha/maj)	73	44.6
buffers and inverters	73	10.7
XOR/XNOR	40	12.9
AND-OR/OR-AND	39	10.2
multiplexers	3	1.13
