$ cat design/flow/run.sh
#!/bin/bash
# OpenROAD 26Q1-2900-gdf79404cd8, Yosys 0.63+post, stock flow scripts
make -C /OpenROAD-flow-scripts/flow DESIGN_CONFIG=/design/flow/config.mk WORK_HOME=/design/flow/orfs finish
$ cat design/flow/config.mk
export PLATFORM = sky130hd
export DESIGN_NAME = complexmulttrial
export DESIGN_NICKNAME = complexmulttrial
export VERILOG_FILES = /design/flow/design.v
export SDC_FILE = /design/flow/constraint.sdc
export NUM_CORES = 4
export LEC_CHECK = 1
export CORE_UTILIZATION = 50
$ cat design/flow/constraint.sdc
current_design complexmulttrial

set clk_period 40.1
set clk_io_pct 0.2

create_clock -name clk0 -period $clk_period

set non_clock_inputs [all_inputs -no_clocks]
set_input_delay [expr $clk_period * $clk_io_pct] -clock clk0 $non_clock_inputs
set_output_delay [expr $clk_period * $clk_io_pct] -clock clk0 [all_outputs]
$ cat design/flow/design.v
module complexmulttrial(
input [15:0] a_r,
input [15:0] a_i,
input [15:0] b_r,
input [15:0] b_i,
input [15:0] w_r,
input [15:0] w_i,
output [15:0] x_r,
output [15:0] x_i,
output [15:0] y_r,
output [15:0] y_i);
wire [32:0] temp_r;
wire [32:0] temp_i;
assign x_r = a_r + b_r;
assign x_i = a_i + b_i;
assign temp_r = ((a_r - b_r)*(w_r) - (a_i - b_i)*(w_i));
assign temp_i = ((a_i - b_i)*(w_r) + (a_r - b_r)*(w_i));
assign y_r[15:0] = temp_r[32:18];
assign y_i[15:0] = temp_i[32:18];
endmodule
==> ci_impl_report.md <==
## PnR job results

| Metric | Value |
|---|---|
| Run status | `completed` |
| Longest individual stage delay on the worst path | `about 670 ps` |
| Cells after DPL | `between 5,000 and 6,000` |
| XOR-XNOR Cells, Area Fraction | `about 2.6%` |
| Floorplan die width | `~290 µm` |
| Mean instance size in the synthesized netlist | `about 9.3 µm²` |
| Final weighted congestion of routability-driven global placement | `0.8821` |
| Top-area cell type share of the netlist area | `between 50% and 60%` |
| Number of gates resized after CTS | `0` |
| Worst-Margin Slew | `approximately 790 ps` |
| Highest clock rate | `0.03629 GHz` |
| FILL cells | `7,603` |
| First-pass GRT wire length | `around 170,000 µm` |
| Finished Core Util | `54.20%` |
| Number of standard cells in the layout, taps in and fillers out | `5,586` |
| GRT overflow | `0` |
| Area fraction in and, or, nand and nor cells after synthesis | `roughly 15%` |
| Cell taking the most area after synthesis | `sky130_fd_sc_hd__fa_1` |
| Standard-cell rows | `between 100 and 150` |
| Buffers inserted during post-CTS setup optimization | `0` |
| Pin count of the biggest net entering global routing | `51` |
| Yosys cell types | `a little under 60` |
| Top logic cell family in the synthesized netlist | `adder cells` |
| Synthesized-area fraction occupied by ao, oa, aoi and oai cells | `roughly 2.7%` |
| Number of clock buffers in the layout | `0` |
| Area taken by flip-flops and latches | `0 µm²` |
| Crit path max-delay cell type | `sky130_fd_sc_hd__fa_1` |
| Antenna violations before repair | `1` |
| Yosys stat cell total | `approximately 4,500` |
| Data arrival, critical path | `between 15,000 and 20,000 ps` |
| Number of vias after detailed routing | `28,051` |
| Synthesized chip area reported by yosys | `approximately 0.042 mm²` |
| CP required | `32,080 ps` |
| Routed WL per cell | `17.13 µm` |
| Hold WS | `approximately 17,000 ps` |
| Tally of yosys warning messages | `0` |
| Number of buffer cells added on primary ports | `between 150 and 200` |
| Hold WC Path Type | `primary input to primary output` |
| Flip-flops | `0` |
| Area added between synthesis and finish | `6.591%` |
| Final critical delay including setup and external delays | `~28,000 ps` |
| CP Buf/Inv Count | `7` |
| Cells after synthesis | `about 4,500` |
| Cell area after synthesis | `about 0.042 mm²` |
| Number of warnings in the stage logs | `between 60 and 70` |
| Worst Setup End Kind | `primary output` |
| Post-synthesis cell type with the largest instance count | `sky130_fd_sc_hd__inv_1` |
| # setup viols final | `0` |
| Synth Seq Share | `0%` |
| Initial standard-cell utilization of the core | `50.85%` |
| Synthesized-area fraction occupied by adder cells | `between 60% and 70%` |
| Top cells by area | `sky130_fd_sc_hd__fa_1 (58%), sky130_fd_sc_hd__inv_1 (11%), sky130_fd_sc_hd__ha_1 (8.3%)` |
| Detail Placement HPWL | `74,480 µm` |
| Final-layout setup total negative slack | `0 ps` |
| Fraction of final layout cells with drive strength greater than 1 | `between 2 and 3%` |
| Slew margin rel. | `47.39%` |
| I/O pins | `approximately 160` |
| CTS hold repair buffers | `0` |
| Tcrit/Tclk final | `between 60% and 70%` |
| DRC marker count from the first detailed-route iteration | `877` |
| Crit path top cell by count | `sky130_fd_sc_hd__fa_1` |
| Mux frac, synth | `0%` |
| Antenna cells | `0` |
| Startpoint class of the critical path | `primary input` |
| Post-Route WL | `~96,000 µm` |
| Maxcap violations | `0` |
| Area of all placed cells without fillers | `roughly 0.045 mm²` |
| Total DRC errors in the routed layout | `0` |
| Max Transition Viols Final | `0` |
| Placed inst area | `about 0.045 mm²` |
| DR pass1 iterations | `6` |
| Die ar. | `0.08507 mm²` |
| Via count of the first global-routing pass | `roughly 31,000` |
| Remaining number of nets flagged by the antenna check after routing | `0` |
| Core area | `0.08250 mm²` |
| Top Family by Delay on Critical Path | `adder cells` |
| Die Y-Extent | `291.7 µm` |
| Leading cell types by count after synthesis | `sky130_fd_sc_hd__inv_1 (1,249), sky130_fd_sc_hd__fa_1 (1,210), sky130_fd_sc_hd__nand2_1 (538)` |
| Setup repair after global routing missed its margin | `false` |
| Via-per-instance ratio | `roughly 5.0` |
| Overall routing resource usage | `26.93%` |
| Area of combinational cells with multiple inputs | `roughly 0.037 mm²` |
| Max Fanout on Critical Path | `~50` |
| Classification of the worst setup path | `primary input to primary output` |
| Final hold violations | `0` |
## cell usage in the layout, fill, tap and decap left out, types with 15 or more instances in the layout
cell                              Yosys  layout
sky130_fd_sc_hd__fa_1              1210    1210
sky130_fd_sc_hd__o21ai_0             20      20
sky130_fd_sc_hd__and2_1             521     521
sky130_fd_sc_hd__xnor2_1            100      82
sky130_fd_sc_hd__nor2b_1             61      61
sky130_fd_sc_hd__clkdlybuf4s50_1      0     158
sky130_fd_sc_hd__xnor2_2              0      18
sky130_fd_sc_hd__buf_4                4      72
sky130_fd_sc_hd__xor2_1              24      22
sky130_fd_sc_hd__inv_1             1249    1249
sky130_fd_sc_hd__ha_1               278     278
sky130_fd_sc_hd__and3b_1             20      20
sky130_fd_sc_hd__nand2_1            538     538
sky130_fd_sc_hd__nor2_1              39      34
sky130_fd_sc_hd__o21bai_1            15      15
sky130_fd_sc_hd__a21oi_1             52      52
## routing by layer
| metal | track usage (%) | up-vias | share of wire, % |
|---|---|---|---|
| li1 | - | 12670 | - |
| met1 | 40.33 | 14528 | 40 |
| met2 | 44.07 | 790 | 52 |
| met3 | 6.776 | 61 | 6.5 |
| met4 | 3.196 | 2 | 1.6 |
| met5 | 0 | - | 0.014 |
## final timing paths
check,from,endpoint,slack (ps),cells after the start
max,a_i[0],y_r[14],12550,38
min,b_i[1],x_i[1],17200,5
## cell type report
class	count	share of cell area [%]
Inverter	1251	10.50
Multi-Input combinational cell	3035	81.76
Tap cell	1070	2.994
Timing Repair Buffer	230	4.745
## cell families after synthesis
family | count (synthesis)
buf+inv | 1479
compound gates | 166
other cells | 1
simple gates | 1255
xor+xnor | 124
fa+ha+maj | 1488
## stage by stage
step           setup WS, ps
3_5_place_dp          12500
6_report              12550
5_1_grt               11820
2_1_floorplan         14950
3_3_place_gp          12540
4_1_cts               12470
## tightest hold or removal path, cell delays in order
cell and delay [ps]:
sky130_fd_sc_hd__clkdlybuf4s50_1 420, sky130_fd_sc_hd__inv_1 140, sky130_fd_sc_hd__fa_1 180, sky130_fd_sc_hd__inv_1 40, sky130_fd_sc_hd__clkdlybuf4s50_1 390
